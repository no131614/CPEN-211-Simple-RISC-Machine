**flow/design.v**
```verilog
module ALU(Ain,Bin,ALUop,ALUout,status);
	input [15:0] Ain,Bin;
	input [1:0] ALUop;
	output reg status;
	output reg [15:0] ALUout;
	always@(*)begin
		case(ALUop)
		 2'b00: ALUout = Ain + Bin;
		 2'b01: ALUout = Ain - Bin;
		 2'b10: ALUout = Ain & Bin;
		 2'b11: ALUout =  ~Bin;
		endcase
	end
	always@(*)begin
		case(ALUout)
		 16'b0: status = 1'b1;
		 default: status = 1'b0;
		endcase
	end
endmodule
module datapath(clk,readnum,vsel,loada,loadb,shift,asel,bsel,ALUop,loadc,loads,writenum,write,datapath_in,status,datapath_out);
	input [2:0] readnum,writenum;
	input clk,vsel,loada,loadb,asel,bsel,loadc,loads,write;
	input [1:0] shift,ALUop;
	input [15:0] datapath_in;
	output status;
	output [15:0] datapath_out;
	wire [15:0] data_in, data_out, regA_out, regB_out, shiftB_out, Ain, Bin, ALUout;
	wire state;
	sourcemux sMUX(datapath_out,datapath_in,vsel,data_in);
	regfile datapathreg(writenum,write,data_in,clk,readnum,data_out);
	pipelinereg regA(data_out,loada,clk,regA_out);
	pipelinereg regB(data_out,loadb,clk,regB_out);
	shifter shifterB(regB_out,shift,shiftB_out);
	sourcemux muxA(regA_out,16'b0,asel,Ain);
	sourcemux muxB(shiftB_out,{11'b0,datapath_in[4:0]},bsel,Bin);
	ALU datapathALU(Ain,Bin,ALUop,ALUout,state);
	pipelinereg_status statusReg(state,loads,clk,status);
	pipelinereg regC(ALUout,loadc,clk,datapath_out);
 endmodule
module lab5_top(KEY,SW,LEDR,HEX0,HEX1,HEX2,HEX3,HEX4,HEX5,CLOCK_50);
  input [3:0] KEY;
  input [9:0] SW;
  output [9:0] LEDR; 
  output [6:0] HEX0, HEX1, HEX2, HEX3, HEX4, HEX5;
  input CLOCK_50;
  wire [15:0] datapath_out, datapath_in;
  wire write, vsel, loada, loadb, asel, bsel, loadc, loads;
  wire [2:0] readnum, writenum;
  wire [1:0] shift, ALUop;
  input_iface IN(CLOCK_50, SW, datapath_in, write, vsel, loada, loadb, asel, 
                 bsel, loadc, loads, readnum, writenum, shift, ALUop, LEDR[8:0]);
  datapath DP ( .clk         (~KEY[0]),  
                .readnum     (readnum),
                .vsel        (vsel),
                .loada       (loada),
                .loadb       (loadb),
                .shift       (shift),
                .asel        (asel),
                .bsel        (bsel),
                .ALUop       (ALUop),
                .loadc       (loadc),
                .loads       (loads),
                .writenum    (writenum),
                .write       (write),  
                .datapath_in (datapath_in),
                .status      (LEDR[9]),
                .datapath_out(datapath_out)
             );
  sseg H0(datapath_out[3:0],   HEX0);   
  sseg H1(datapath_out[7:4],   HEX1);
  sseg H2(datapath_out[11:8],  HEX2);
  sseg H3(datapath_out[15:12], HEX3);
  assign HEX4 = 7'b1111111;   
  assign HEX5 = 7'b1111111;   
endmodule
module input_iface(clk, SW, datapath_in, write, vsel, loada, loadb, asel, bsel, 
                   loadc, loads, readnum, writenum, shift, ALUop, LEDR);
  input clk;
  input [9:0] SW;
  output [15:0] datapath_in;
  output write, vsel, loada, loadb, asel, bsel, loadc, loads;
  output [2:0] readnum, writenum;
  output [1:0] shift, ALUop;
  output [8:0] LEDR;
  wire sel_sw = SW[9];  
  wire [15:0] datapath_in_next = sel_sw ? {8'b0,SW[7:0]} : datapath_in;
  vDFF #(16) DATA(clk,datapath_in_next,datapath_in);
  wire [8:0] ctrl_sw;
  wire [8:0] ctrl_sw_next = sel_sw ? ctrl_sw : SW[8:0];
  vDFF #(9) CTRL(clk,ctrl_sw_next,ctrl_sw);
  assign {readnum,vsel,loada,loadb,shift,asel,bsel,ALUop,loadc,loads,writenum,write}={
           ctrl_sw[3:1], ctrl_sw[4], ctrl_sw[5], ctrl_sw[6], 
           ctrl_sw[2:1], ctrl_sw[3], ctrl_sw[4], ctrl_sw[6:5], ctrl_sw[7], ctrl_sw[8],  
           ctrl_sw[3:1], ctrl_sw[0]    
  };
  assign LEDR = sel_sw ? ctrl_sw : {1'b0, datapath_in[7:0]};  
endmodule         
module sseg(in,segs);
  input [3:0] in;
  output reg [6:0] segs;
always@(*) begin
  case(in)
   4'b0: segs = 7'b1000000;  
   4'b0001: segs = 7'b1111001;  
   4'b0010: segs = 7'b0100100;  
   4'b0011: segs = 7'b0110000;  
   4'b0100: segs = 7'b0011001;  
   4'b0101: segs = 7'b0010010;  
   4'b0110: segs = 7'b0000010;  
   4'b0111: segs = 7'b1111000;  
   4'b1000: segs = 7'b0000000;  
   4'b1001: segs = 7'b0010000;  
   4'b1010: segs = 7'b0001000;  
   4'b1011: segs = 7'b0000011;  
   4'b1100: segs = 7'b1000110;  
   4'b1101: segs = 7'b0100001;  
   4'b1110: segs = 7'b0000110;  
   4'b1111: segs = 7'b0001110;  
   default: segs = 7'b1111111;  
  endcase
end
endmodule
module pipelinereg(in,load,clk,out);
	input [15:0] in;
	input load,clk;
	output reg [15:0] out;
	wire [15:0] mxout,dffout;
	reg [15:0] dffin,mxin;
	MuxPLR #(16) Mux(mxin,in,load,mxout);
	vDFF2 #(16) DFF(clk,dffin,dffout);
	always@(*)begin
		dffin = mxout;
		mxin = dffout;
		out = dffout;
	end
endmodule
module vDFF2(clk, in, out) ;
	parameter n=1;
	input clk;
	input [n-1:0] in;
	output [n-1:0] out;
	reg [n-1:0] out;
	always @(posedge clk)
		out = in;
endmodule
module MuxPLR(in0,in1,load,out);
  	parameter k=1;
	input [k-1:0] in0,in1;
	input load;
	output reg[k-1:0] out;
	always @(*) begin
		case(load)
		 1'b0: out = in0;
		 1'b1: out = in1;
		 default: out = {k{1'bx}};
		endcase
	end
endmodule
module pipelinereg_status(in,load,clk,out);
	input in;
	input load,clk;
	output reg out;
	wire mxout,dffout;
	reg dffin,mxin;
	MuxPLR #(1) Mux(mxin,in,load,mxout);
	vDFF2 #(1) DFF(clk,dffin,dffout);
	always@(*)begin
		dffin = mxout;
		mxin = dffout;
		out = dffout;
	end
endmodule
module RLE(in,load,clk,out);
	input [15:0] in;
	input load,clk;
	output reg [15:0] out;
        wire [15:0] mxout;
	wire [15:0] dffout;
	reg [15:0] dffin;
	reg [15:0] mxin;
	  MuxRLE #(16) Mux(mxin,in,load,mxout);
	  vDFF #(16) DFF(clk,dffin,dffout);
	  always @(*) begin
	   dffin = mxout;
	   mxin = dffout;
	   out = dffout;
	  end
endmodule
module Dec(a, b);
 parameter n=2 ;
 parameter m=4 ;
 input [n-1:0] a ;
 output [m-1:0] b ;
 wire [m-1:0] b = 1<<a ;
endmodule
module MuxRLE(in0,in1,load,out);
  	parameter k=1;
	input [k-1:0] in0,in1;
	input load;
	output reg[k-1:0] out;
	always @(*) begin
		case(load)
		 1'b0: out = in0;
		 1'b1: out = in1;
		 default: out = {k{1'bx}};
		endcase
	end
endmodule
module vDFF(clk, in, out) ;
	parameter n=1;
	input clk;
	input [n-1:0] in;
	output [n-1:0] out;
	reg [n-1:0] out;
	always @(posedge clk)
		out=in;
endmodule
module ANDs(in,write,out);
 input [7:0] in;
 input write;
 output [7:0] out;
 assign out[0] = in[0] & write;
 assign out[1] = in[1] & write;
 assign out[2] = in[2] & write;
 assign out[3] = in[3] & write;
 assign out[4] = in[4] & write;
 assign out[5] = in[5] & write;
 assign out[6] = in[6] & write;
 assign out[7] = in[7] & write;
endmodule
module MuxMain(in0,in1,in2,in3,in4,in5,in6,in7,load,out);
  	parameter k=1;
	input [k-1:0] in0,in1,in2,in3,in4,in5,in6,in7;
	input [7:0] load;
	output reg[k-1:0] out;
	always @(*) begin
		case(load)
		 8'b00000001: out = in0;
		 8'b00000010: out = in1;
		 8'b00000100: out = in2;
		 8'b00001000: out = in3;
		 8'b00010000: out = in4;
		 8'b00100000: out = in5;
		 8'b01000000: out = in6;
		 8'b10000000: out = in7;
		 default: out = {k{1'bx}};
		endcase
	end
endmodule
module regfile(writenum,write,data_in,clk,readnum,data_out);
 input [15:0] data_in;
 input [2:0] writenum, readnum;
 input clk, write;
 output [15:0] data_out;
 wire [15:0] RLE_out0, RLE_out1, RLE_out2, RLE_out3, RLE_out4, RLE_out5, RLE_out6, RLE_out7;
 wire [7:0] dec_out0, dec_out1, AND_out;
 Dec #(3,8) dec0(writenum,dec_out0); 
 Dec #(3,8) dec1(readnum,dec_out1);
 ANDs ands(dec_out0,write,AND_out);
 RLE R0(data_in, AND_out[0], clk, RLE_out0);
 RLE R1(data_in, AND_out[1], clk, RLE_out1);
 RLE R2(data_in, AND_out[2], clk, RLE_out2);
 RLE R3(data_in, AND_out[3], clk, RLE_out3);
 RLE R4(data_in, AND_out[4], clk, RLE_out4);
 RLE R5(data_in, AND_out[5], clk, RLE_out5);
 RLE R6(data_in, AND_out[6], clk, RLE_out6);
 RLE R7(data_in, AND_out[7], clk, RLE_out7);
 MuxMain #(16) BIGMux(RLE_out0, RLE_out1, RLE_out2, RLE_out3, RLE_out4, RLE_out5, RLE_out6, RLE_out7, dec_out1, data_out);
endmodule
module shifter(in,shift,out);
  input [15:0] in;
  input [1:0] shift;
  reg temp;
  output reg [15:0] out;
  always @(*) begin
    if (shift == 2'b0)
      out = in;
    else if (shift == 2'b01)
       out = in << 1;
    else if (shift == 2'b10)
       out = in >> 1;
    else if (shift == 2'b11) begin
       temp = in[15];
       out = in >> 1;
       out[15] = temp;
    end   
    else
       out = in;  
  end
endmodule
module sourcemux(muxin0,muxin1,select,muxout);
	parameter k=1;
	input[15:0] muxin0,muxin1;
	input select;
	output reg [15:0] muxout;
	always @(*) begin
		case(select)
		 1'b0: muxout = muxin0;
		 1'b1: muxout = muxin1;
		 default: muxout = {k{1'bx}};
		endcase
	end
endmodule
```
**flow/constraint.sdc**
```tcl
current_design lab5_top

set clk_period 3.0
set clk_io_pct 0.2

create_clock -name clk0 -period $clk_period [get_ports {CLOCK_50}]

set non_clock_inputs [all_inputs -no_clocks]
set_input_delay [expr $clk_period * $clk_io_pct] -clock clk0 $non_clock_inputs
set_output_delay [expr $clk_period * $clk_io_pct] -clock clk0 [all_outputs]
```
**flow/config.mk**
```make
export PLATFORM = sky130hd
export DESIGN_NAME = lab5_top
export DESIGN_NICKNAME = lab5_top
export VERILOG_FILES = /design/flow/design.v
export SDC_FILE = /design/flow/constraint.sdc
export NUM_CORES = 4
export LEC_CHECK = 1
export CORE_UTILIZATION = 40
```
**flow/run.sh**
```bash
#!/bin/bash
# OpenROAD 26Q1-2900-gdf79404cd8, Yosys 0.63+post, stock flow scripts
make -C /OpenROAD-flow-scripts/flow DESIGN_CONFIG=/design/flow/config.mk WORK_HOME=/design/flow/orfs finish
```
==> flow_metrics.tcl <==
# implementation run metrics
set metrics [dict create \
    holdBufCountCts 0 \
    postRouteAntennaNets 0 \
    edf_count 194 \
    grt_max_degree 94 \
    hold_viol 0 \
    worstSetupPathType "in2out" \
    viasPerCell 5.35 \
    tns_ps 0 \
    cp.required_ps 2400 \
    syn_inst 919 \
    postLayoutCellArea_um2 12300 \
    first_global_vias 6755 \
    final_max_slew_viol_count 0 \
    grtUsageTotal 0.188 \
    unclocked_pins 205 \
    status "finished clean" \
    ys_types 81 \
    die_w_um 171 \
    fmax_mhz 366 \
    hp-class "in2reg" \
    port_buffers 49 \
    grt_pass1_wl_mm 38.8 \
    synth-main-ff-cell "edfxtp_1" \
    power_density_nw_per_um2 206 \
    wl_met3_mm 2.03 \
    ys_area_um2 11400 \
    drc 0 \
    synth-seq-cells 222 \
    area_leaders "edfxtp_1 51%, mux2i_1 5.5%, dfxtp_1 4.9%" \
    synthesis.area_um2 11400 \
    clockRootBuffer "clkbuf_16" \
    power.leakage_nw 4.51 \
    area_growth_pct 8.31 \
    gr-total-overflow 0 \
    rsz0062_at_grt "false" \
    cts_buffers 3 \
    path_clk_slew_ps 50 \
    yosys.area.top_type "edfxtp_1" \
    placed_cell_area_um2 12300 \
    dr.pass1.iters 5 \
    gp_routability_congestion 0.853 \
    dp_hpwl_mm 18.2 \
    critPathMaxFanout 19 \
    avgSynthCellArea_um2 12.4 \
    ys_cells 919 \
    cp_slowest_cell "clkdlybuf4s50_1" \
    dp_slack_ps 261 \
    n_antenna_cell 0 \
    untimed_endpoints 411 \
    core_area_um2 27900 \
    initCoreUtil 0.409 \
    postSynthSeqShare 0.561 \
    htreeDepth 1 \
    yosysWarnings 15 \
    crit_arrival_ps 2130 \
    ios 67 \
    tightest_slew_ps 926 \
    drtIter0Drc 356 \
    cap_violations 0 \
    vias 7077 \
    dr_wl_met2_mm 11.6 \
    cts.repair.resized 0 \
    die_h_um 171 \
    timing.final.ws_setup_ps 266 \
    wl_mm 25.0 \
    cp.depth 4 \
    yosys-top-cells-count "194 x edfxtp_1, 64 x nor2_1, 63 x mux2i_1, 54 x nor2b_1, 49 x nand2_1" \
    cp-end-kind "output pin" \
    vdd_drop_max_v 0.000216 \
    post_cts_buffers 0 \
    finalCritPeriodShare 0.911 \
    rows 61 \
    wire_per_inst_um 18.9 \
    tool_warnings 48 \
    cts_max_path_buffers 2 \
    crit_chain "clkdlybuf4s50_1 -> buf_12 -> mux2_2 -> clkdlybuf4s50_1" \
    drive_gt1_frac 0.0910 \
    die_area_um2 29100 \
    path_delay_family "buffers and inverters" \
    synth.most_common_cell "edfxtp_1" \
    slew-limit-headroom 0.365 \
    cp-start-kind "input pin" \
    hold_path_depth 1 \
    period_needed_ps 2730 \
    drt-met1-wl_mm 11.2 \
    netlist.area_leader.share 0.512 \
    setup_viol 0 \
    cts_tree "done" \
    async_flop_share 0 \
    grt_antenna_before_repair 0 \
    max_stage_delay_ps 500 \
    top_layer "met4" \
    critPathBufInv 3 \
    cp_common_cell "clkdlybuf4s50_1" \
]
-- layer usage --
metal / vias to the layer above / global-route usage
met5: - / 0
met4: 0 / 0.00705
met3: 6 / 0.0699
met2: 191 / 0.285
met1: 3446 / 0.291
li1: 3434 / -
-- cells in the final DEF (no fill, tap or decap), types with 5 or more instances in the layout --
master	instances
o21ai_0	39
nor2b_1	54
and2_1	7
a211oi_1	12
dfxtp_1	28
nand2_1	49
clkdlybuf4s50_1	49
ha_1	40
o22ai_1	9
a21o_1	11
a22o_1	5
conb_1	14
nor3_1	6
mux4_2	11
buf_4	22
mux2_2	31
xnor2_1	13
nor2_1	64
inv_1	35
a21boi_0	6
nand2b_1	8
a21oi_1	40
nand3_1	10
mux2i_1	63
a221oi_1	10
xor2_1	10
edfxtp_1	194
o31ai_1	5
-- cell type report --
class	count	area (um2)
clock buffer	4	78.8
fill	2540	15500
inverter	37	141
multi-input combinational	610	4580
sequential	222	6390
tap	378	473
timing repair buffer	72	676
-- registers in the layout (all words and copies together) (netlist names), 9 cells and up --
register	cells
DP.datapathreg.R1.DFF.out	16
DP.datapathreg.R5.DFF.out	16
DP.regA.DFF.out	16
DP.datapathreg.R2.DFF.out	16
IN.CTRL.out	9
DP.datapathreg.R4.DFF.out	16
DP.datapathreg.R6.DFF.out	16
DP.regB.DFF.out	16
DP.datapathreg.R3.DFF.out	16
DP.datapathreg.R7.DFF.out	16
DP.regC.DFF.out	16
DP.datapathreg.R0.DFF.out	16
-- power by group --
| group | internal, mW | leakage, nW | total, mW | switching, mW |
|---|---|---|---|---|
| clock network | 0.180 | 0.0382 | 0.261 | 0.0812 |
| registers | 0.623 | 2.06 | 0.661 | 0.0379 |
| logic | 0.629 | 2.41 | 1.61 | 0.983 |
| total | 1.43 | 4.51 | 2.53 | 1.10 |
-- per-stage QoR --
stage | total power [mW] | cells | hold WS [ps] | utilization
floorplan | 1.86 | 932 | 699 | -
global placement | 2.28 | 1319 | 1160 | 0.440
detailed placement | 2.28 | 1319 | 1170 | 0.440
CTS | 2.56 | 1323 | 914 | 0.443
global route | 2.75 | 1323 | 914 | 0.443
finish | 2.53 | 1323 | 918 | 0.443
-- final timing paths --
path	from	end	slack, ps
min	SW[8]	IN.CTRL.out[8]$_DFFE_PN_	920
max	SW[9]	LEDR[5]	270
-- logic make-up (layout without fill, tap and decap cells) --
logic type | count (synthesis) | after routing | synth area share
compound gates | 192 | 192 | 0.115
buf+inv | 100 | 113 | 0.0419
mux | 106 | 106 | 0.110
xor+xnor | 23 | 23 | 0.0177
fa+ha+maj | 41 | 41 | 0.0457
simple gates | 234 | 234 | 0.109
flops | 222 | 222 | 0.561
other cells | 1 | 14 | 0.000329
No activity file was given, so power comes from the tool's default toggle rates.
